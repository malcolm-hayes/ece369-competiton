File: config.mk
export PLATFORM = sky130hd
export DESIGN_NAME = Gen_Add_16_Final
export DESIGN_NICKNAME = Gen_Add_16_Final
export VERILOG_FILES = /design/flow/design.v
export SDC_FILE = /design/flow/constraint.sdc
export NUM_CORES = 4
export LEC_CHECK = 1
export CORE_AREA = 10 10 411 411
export DIE_AREA = 0 0 421 421
File: constraint.sdc
current_design Gen_Add_16_Final

set clk_period 13.4
set clk_io_pct 0.2

create_clock -name clk0 -period $clk_period

set non_clock_inputs [all_inputs -no_clocks]
set_input_delay [expr $clk_period * $clk_io_pct] -clock clk0 $non_clock_inputs
set_output_delay [expr $clk_period * $clk_io_pct] -clock clk0 [all_outputs]
File: design.v
`timescale 1ns / 1ps
module Gen_Add_16_Final(add4_out,
				In1,In2,In3,In4,In5,In6,In7,In8,In9,In10,In11,In12,In13,In14,In15,In16,
                Out1,Out2,Out3,Out4,Out5,Out6,Out7,Out8,Out9,Out10,Out11,Out12,Out13,Out14,Out15,Out16);
    input [31:0] add4_out,In1,In2,In3,In4,In5,In6,In7,In8,In9,In10,In11,In12,In13,In14,In15,In16;                  
	output wire [31:0] Out1,Out2,Out3,Out4,Out5,Out6,Out7,Out8,Out9,Out10,Out11,Out12,Out13,Out14,Out15,Out16;	 
		Adder32Bit Adder32Bit_1(In1, add4_out, Out1);
		Adder32Bit Adder32Bit_2(In2, add4_out, Out2);
		Adder32Bit Adder32Bit_3(In3, add4_out, Out3);
		Adder32Bit Adder32Bit_4(In4, add4_out, Out4);
		Adder32Bit Adder32Bit_5(In5, add4_out, Out5);
		Adder32Bit Adder32Bit_6(In6, add4_out, Out6);
		Adder32Bit Adder32Bit_7(In7, add4_out, Out7);
		Adder32Bit Adder32Bit_8(In8, add4_out, Out8);
		Adder32Bit Adder32Bit_9(In9, add4_out, Out9);
		Adder32Bit Adder32Bit_10(In10, add4_out, Out10);
		Adder32Bit Adder32Bit_11(In11, add4_out, Out11);
		Adder32Bit Adder32Bit_12(In12, add4_out, Out12);
		Adder32Bit Adder32Bit_13(In13, add4_out, Out13);
		Adder32Bit Adder32Bit_14(In14, add4_out, Out14);
		Adder32Bit Adder32Bit_15(In15, add4_out, Out15);
		Adder32Bit Adder32Bit_16(In16, add4_out, Out16);
endmodule
`timescale 1ns / 1ps
module Adder32Bit(A, B, Out);
input [31:0] A, B;
output reg [31:0] Out;
initial begin
Out <= 0;
end
always @(*) begin
Out <= A + B;
end
endmodule
File: run.sh
#!/bin/bash
# OpenROAD 26Q1-2900-gdf79404cd8, Yosys 0.63+post, stock flow scripts
make -C /OpenROAD-flow-scripts/flow DESIGN_CONFIG=/design/flow/config.mk WORK_HOME=/design/flow/orfs finish
==> notes.md <==
Entry: Yosys synthesis followed by OpenROAD place and route.

Outcome:
- The run finished with clean final reports.

STA:
- Post-route period utilization is reported as 76.5%.
- For the pin with the worst max-slew slack, the measured transition is 1.09 ns.
- The run gives the final count of negative-setup-slack endpoints as 0.
- The run puts the total negative setup slack at 0 ns.
- The run puts the number of hold-slack violations in the final timing report at 0.
- Setup repair after global routing left no endpoint under its margin.
- The run puts the relative slew slack at about a quarter.
- The run puts the shortest period the worst path allows at 10.26 ns.
- The run gives the final critical-path setup slack as about 3.1 ns.
- The run gives the number of pins with negative max-slew slack in the final report as 0.
- The run puts the timing-limited maximum frequency at roughly 97 MHz.

Placed design:
- The run puts the post-detailed-placement half-perimeter wirelength at 167 mm.
- The congestion estimate from routability-driven global placement came to around 1.0.
- The run puts the count of buffers inserted at the top-level ports at 1056.
- Detailed placement reports a standard cell area of 0.0377 mm2.
- The run gives the placement-stage worst setup slack as 3.14 ns.

Yosys:
- The run puts the synthesized area per cell at about 7 um2.
- Of the post-synthesis cell area, the dominant cell type holds 25.4%.
- Before any placement, the netlist area is recorded as 0.0245 mm2.
- The run gives the number of cells produced by synthesis as 3417.
- The run gives the chip area from the yosys synthesis statistics as 0.0245 mm2.
- Sorting the synthesized cells by area gives the leading types as sky130_fd_sc_hd__ha_1 (25%), sky130_fd_sc_hd__xnor2_1 (11%), sky130_fd_sc_hd__a21o_1 (9.2%).
- After synthesis, the design contains 3417 cells according to Yosys.
- Warnings reported by Yosys during synthesis add up to 1.
- The run gives the register share after synthesis as 0%.
- The run gives the library cell occupying the most area in the post-synthesis netlist as sky130_fd_sc_hd__ha_1.
- The run gives the post-synthesis cell type count as around 79.

Route:
- According to the report, the first pass of detailed routing completed in 6 iterations.
- The run gives the count of routing violations after the opening detailed-route iteration as 2307.
- The run gives the via density per instance as 4.75.
- For this block, the via count after detailed routing is between 30000 and 40000.
- Dividing the detail-routed wire length by the instance count gives between 20 and 30 um.
- The run puts the post-detailed-route count of antenna-violating nets at 0.
- The run gives the remaining routing DRC violations as 0.
- The run gives the total length of routed wires as between 150 and 200 mm.

Floorplanning:
- The floorplan step defined a core boundary enclosing roughly 0.16 mm2.
- The run puts the chip width at 421 um.
- The run gives the starting density of the core as between 10% and 20%.
- The run puts the count of pins on the block boundary at about 1100.
- After floorplanning, the die was sized to cover about 0.18 mm2.
- The run gives the floorplan row count as 147.
- The run gives the vertical die size as 421 um.

Worst setup path:
- The run puts the critical-path maximum fanout at 11.
- On the worst path, the slowest cell contributes a delay of 0.95 ns.
- The OpenROAD report gives the critical path a required time of 10.72 ns.
- Counting stages on the worst path, the most repeated cell is sky130_fd_sc_hd__buf_4.
- The run gives the type of origin of the critical path as an input pin.
- The worst setup path is of the in2out kind.
- The slowest stage of the critical path is the sky130_fd_sc_hd__a2111oi_0 cell.
- For reference, the critical path cell chain is clkdlybuf4s50_1 -> buf_4 -> buf_4 -> ha_1 -> fa_1 -> a21oi_1 -> o21ai_0 -> a2111oi_0 -> o31ai_2 -> buf_4 -> o21ai_0 -> nand2b_1 -> a21oi_1 -> o31ai_1 -> xor2_1 -> clkdlybuf4s50_1.
- The run gives the number of buffer and inverter stages on the critical path as 5.
- STA classifies the critical path endpoint as an output pin.
- According to the timing report, the arrival time at the worst endpoint equals 7.58 ns.
- In this design, the largest share of critical-path delay is due to AND-OR/OR-AND gates.

Power:
- The run gives the post-layout total power as 2.43 mW.
- The analysis attributes to cell leakage a power of approximately 16 nW.
- The run gives the ratio of total power to cell area as approximately 64 mW/mm2.
- The worst-case IR drop observed on VDD is between 30 and 40 uV.

Global routing:
- The run puts the via count of the first global-routing pass at between 30000 and 40000.
- The run gives the global-route wire length before repair as 253 mm.
- The run puts the initial antenna violation count at 70.
- The run gives the overall global routing resource usage as 20.5%.
- The run puts the residual overflow from global routing at 0.
- The run puts the maximum number of pins on one net before global-route repair at 20.

Run:
- The run gives the reported max-cap violation count as 0.
- The run gives the number of warnings in the stage logs as 32.

Finish:
- The run gives the flop count as 0.
- The most common logic cell in the final layout is sky130_fd_sc_hd__clkdlybuf4s50_1.
- The run puts the count of clock-net buffers in the final layout at 0.
- The run puts the final instance area at 0.0378 mm2.
- The final report gives the core utilization as about a quarter.
- Per the cell usage report, the commonest logic cells after layout are sky130_fd_sc_hd__clkdlybuf4s50_1 (1026), sky130_fd_sc_hd__ha_1 (496), sky130_fd_sc_hd__a21oi_1 (411), sky130_fd_sc_hd__xnor2_1 (311), sky130_fd_sc_hd__a21o_1 (301).
- Per the final layout report, the fraction of cells sized above drive strength 1 comes to ~3.1%.
- In this run the layout overhead on the synthesized area is reported as 54.5%.
- Across the whole layout, storage elements account for 0 um2.

Clock tree:
- The run gives the post-CTS setup buffer count as 0.
- The run gives the number of gates given a new drive strength after cts as 0.
- The run gives the number of hold-repair buffers added at the cts stage as 0.

Min path:
- The most critical min-delay path falls under in2out.
-- cell usage after synthesis (17+ instances only) --
cell type / n
sky130_fd_sc_hd__a21o_1: 301
sky130_fd_sc_hd__nand4_1: 53
sky130_fd_sc_hd__o21ai_0: 250
sky130_fd_sc_hd__o21bai_1: 49
sky130_fd_sc_hd__a211oi_1: 53
sky130_fd_sc_hd__nand2_1: 235
sky130_fd_sc_hd__or3_1: 17
sky130_fd_sc_hd__and2_1: 25
sky130_fd_sc_hd__a31oi_1: 48
sky130_fd_sc_hd__o211ai_1: 17
sky130_fd_sc_hd__nand3_1: 86
sky130_fd_sc_hd__inv_1: 78
sky130_fd_sc_hd__clkbuf_1: 71
sky130_fd_sc_hd__xor2_1: 145
sky130_fd_sc_hd__xnor2_1: 311
sky130_fd_sc_hd__a21oi_1: 411
sky130_fd_sc_hd__o31ai_1: 28
sky130_fd_sc_hd__ha_1: 496
sky130_fd_sc_hd__and3_1: 34
sky130_fd_sc_hd__o21a_1: 56
sky130_fd_sc_hd__nor2_1: 250
sky130_fd_sc_hd__nand2b_1: 49
sky130_fd_sc_hd__nor2b_1: 44
sky130_fd_sc_hd__nor3_1: 56
-- where the power goes --
part | leakage (nW) | total [mW] | switching (mW) | internal, mW
clock | 0.000177 | 0.000000190 | 0 | 0.000000190
combinational | 16.1 | 2.43 | 1.20 | 1.24
sequential | 0 | 0 | 0 | 0
-- kinds of logic (layout without fill, tap and decap cells) --
family / after synthesis / after routing / share of synthesized area [%]
buffers and inverters: 154 / 1189 / 2.37
other: 0 / 28 / 0
adder cells (fa/ha/maj): 512 / 512 / 26.7
multiplexers: 4 / 4 / 0.164
AND/OR/NAND/NOR: 894 / 894 / 17.5
XOR/XNOR: 456 / 456 / 16.3
AND-OR/OR-AND: 1397 / 1397 / 37.0
-- stage by stage --
stage / cells / hold slack, ns
global route: 6632 / 6.21
detailed placement: 6612 / 6.16
finish: 6640 / 6.15
global placement: 6612 / 6.15
floorplan: 3417 / 5.43
CTS: 6612 / 6.15
-- tightest hold or removal path, stage by stage --
cell and delay, ns:
sky130_fd_sc_hd__buf_2 0.12, sky130_fd_sc_hd__ha_1 0.19, sky130_fd_sc_hd__xor2_1 0.07, sky130_fd_sc_hd__clkdlybuf4s50_1 0.41
-- worst paths after layout --
path | startpoint | slack (ns) | to | cells past startpoint
worst max-delay path | add4_out[0] | 3.14 | Out4[30] | 16
worst min-delay path | add4_out[5] | 6.15 | Out15[5] | 4
-- layer usage --
| metal | GRT usage (%) | share of wire, % | vias to the layer above |
|---|---|---|---|
| met5 | 0 | 0.065 | - |
| met2 | 37.9 | 52 | 1365 |
| li1 | - | - | 15000 |
| met1 | 22.7 | 36 | 14900 |
| met4 | 8.68 | 5.1 | 18 |
| met3 | 3.49 | 6.2 | 284 |
-- final cells by class --
cell class                      instances  area (um2)
Antenna cell                           28        70.1
Fill cell                           17700      122000
Inverter                               78         293
Multi-Input combinational cell       3263       23900
Tap cell                             2160        2700
Timing Repair Buffer                 1111       10800
Power is estimated from default activity; no workload was simulated.
