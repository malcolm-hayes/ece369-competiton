File: /design/flow/design.v
`timescale 1ns / 1ps
module Adder32bit_16(In1,In2,In3,In4,In5,In6,In7,In8,In9,In10,In11,In12,In13,In14,In15,In16,
					In17,In18,In19,In20,In21,In22,In23,In24,In25,In26,In27,In28,In29,In30,In31,In32,
                	Out1,Out2,Out3,Out4,Out5,Out6,Out7,Out8,Out9,Out10,Out11,Out12,Out13,Out14,Out15,Out16);
	input [31:0] In1,In2,In3,In4,In5,In6,In7,In8,In9,In10,In11,In12,In13,In14,In15,In16,
					In17,In18,In19,In20,In21,In22,In23,In24,In25,In26,In27,In28,In29,In30,In31,In32;	     
	output wire [31:0] Out1,Out2,Out3,Out4,Out5,Out6,Out7,Out8,Out9,Out10,Out11,Out12,Out13,Out14,Out15,Out16;	 
		Adder32Bit Adder32Bit_1(In1, In17, Out1);
		Adder32Bit Adder32Bit_2(In2, In18, Out2);
		Adder32Bit Adder32Bit_3(In3, In19, Out3);
		Adder32Bit Adder32Bit_4(In4, In20, Out4);
		Adder32Bit Adder32Bit_5(In5, In21, Out5);
		Adder32Bit Adder32Bit_6(In6, In22, Out6);
		Adder32Bit Adder32Bit_7(In7, In23, Out7);
		Adder32Bit Adder32Bit_8(In8, In24, Out8);
		Adder32Bit Adder32Bit_9(In9, In25, Out9);
		Adder32Bit Adder32Bit_10(In10, In26, Out10);
		Adder32Bit Adder32Bit_11(In11, In27, Out11);
		Adder32Bit Adder32Bit_12(In12, In28, Out12);
		Adder32Bit Adder32Bit_13(In13, In29, Out13);
		Adder32Bit Adder32Bit_14(In14, In30, Out14);
		Adder32Bit Adder32Bit_15(In15, In31, Out15);
		Adder32Bit Adder32Bit_16(In16, In32, Out16);
endmodule
`timescale 1ns / 1ps
module Adder32Bit(A, B, Out);
input [31:0] A, B;
output reg [31:0] Out;
initial begin
Out <= 0;
end
always @(*) begin
Out <= A + B;
end
endmodule
File: /design/flow/run.sh
#!/bin/bash
# OpenROAD 26Q1-2900-gdf79404cd8, Yosys 0.63+post, stock flow scripts
make -C /OpenROAD-flow-scripts/flow DESIGN_CONFIG=/design/flow/config.mk WORK_HOME=/design/flow/orfs finish
File: /design/flow/config.mk
export PLATFORM = sky130hd
export DESIGN_NAME = Adder32bit_16
export DESIGN_NICKNAME = Adder32bit_16
export VERILOG_FILES = /design/flow/design.v
export SDC_FILE = /design/flow/constraint.sdc
export NUM_CORES = 4
export LEC_CHECK = 1
export CORE_AREA = 10 10 586 586
export DIE_AREA = 0 0 596 596
File: /design/flow/constraint.sdc
current_design Adder32bit_16

set clk_period 18.1
set clk_io_pct 0.2

create_clock -name clk0 -period $clk_period

set non_clock_inputs [all_inputs -no_clocks]
set_input_delay [expr $clk_period * $clk_io_pct] -clock clk0 $non_clock_inputs
set_output_delay [expr $clk_period * $clk_io_pct] -clock clk0 [all_outputs]
==> notes.md <==
The full implementation flow was run.

The flow ran to the end, and the final reports show no timing, DRC or antenna violations. For this run, the share of the core covered by cells in the final layout is 0.135. The largest net degree at the start of global routing stands at 10.

The mean post-synth cell area stands at 7.29 um2. The violation count after the first detailed-route iteration stands at 1966. The sequential fraction of the synthesis area stands at 0. The path class of the tightest hold or removal check is in -> out. The number of antenna violations at the first check in global routing stands at 134. The power per cell area stands at 47.8 nW/um2.

In this run the core area contains 211 standard-cell rows. 1536 I/O pins were placed. Looking at the post-CTS report, the setup buffer insertion count equals 0. The half-perimeter wire length of the detailed placement result stands at 245000 um.

Setup total negative slack on the finished layout was measured at 0 ns. The tally of OpenROAD warnings stands at 32. The standard cell area after detailed placement stands at 44500 um2.

The worst setup path is launched from a primary input. The number of cells on the worst hold path is listed as 3. Internal power comes to 1000 uW.

The largest total area in the synthesized netlist belongs to sky130_fd_sc_hd__ha_1. After detailed placement, the design holds a cell count of 9125. The worst-case headroom to the max-slew limit stands at 0.426. The max-slew violation count stands at 0. The number of remaining DRC errors stands at 0. The area of the synthesized netlist per yosys stat stands at 23800 um2. The number of buffer cells added on primary ports stands at 1536.

The finished cells cover 44600 um2. The cell count after synthesis came out at 3266. For this block, the via count after detailed routing is 32700. The filler cells instantiated in the layout total 37900. The worst setup path is captured at an output port.

The total of warnings raised by yosys stands at 1. The synthesis stats list as the most numerous cell sky130_fd_sc_hd__ha_1. In the final report, the number of endpoints failing setup comes to 0.

The number of gates resized after CTS was 0. The core outline area stands at 330000 um2. The share of synthesized area in the top cell type comes to 0.261. In this run the layout overhead on the synthesized area is reported as 87.3%. After synthesis, the cell types taking the most area are sky130_fd_sc_hd__ha_1 (26%), sky130_fd_sc_hd__xnor2_1 (10%), sky130_fd_sc_hd__a21o_1 (9.4%). After detailed routing, the number of vias per cell comes to 3.57. The number of max-cap violations stands at 0.

The number of buffers inserted for hold repair after clock tree synthesis stands at 0. The share of total power consumed by net switching stands at 0.530. Per the detail_route report, routed wire per instance is 28.3 um.

The detailed-router iteration count before antenna repair stands at 7. The die width stands at 596 um. By startpoint and endpoint, the worst setup path is classified as in -> out.

The number of cells reported by Yosys stat comes to 3266. In this run the remaining antenna-violating nets after routing total 0. The peak supply drop stands at 0.0000185 V. The pin closest to its max-slew limit shows a slew of 0.850 ns.

In this run the cell area of the synthesized design comes to 23800 um2. The leakage power figure stands at 0.0177 uW. The global-route wire length before repair stands at 326000 um. By count the netlist is led by sky130_fd_sc_hd__ha_1 (496), sky130_fd_sc_hd__a21oi_1 (397), sky130_fd_sc_hd__a21o_1 (298), sky130_fd_sc_hd__xnor2_1 (283), sky130_fd_sc_hd__nor2_1 (218).

The via count of the first global-routing pass is 31900. The overall routing resource usage stands at 0.140. Leaving out filler cells and counting taps, the final layout contains 9149. Yosys mapped the design onto 83 distinct sky130hd cell types. The part of the cycle the worst path needs stands at 0.659. The floorplan step defined a die boundary enclosing 355000 um2.

The global placer's final weighted congestion stands at 0.996. At the floorplan stage, the core utilization is reported as 0.0720. The required time reported for the critical path endpoint stands at 14.48 ns. Of all nets on the critical path, the largest fanout is 4. The shortest clock period the worst path allows after layout stands at 11.92 ns. Data on the critical path arrives at its endpoint at 8.30 ns. The height of the die stands at 596 um. Counting endpoints that fail hold in the final report gives 0. Summing all flip-flop and latch instances after layout gives 0 um2.

The flop count stands at 0. Per the final layout report, the fraction of cells sized above drive strength 1 comes to 0.0105. After layout, the clock buffer instance count stands at 0. The switching power summed over all nets stands at 1130 uW. Hold is met by 8.27 ns.

Recorded from the global router log, the overflow total was 0. For this run, the top clock speed supported by timing is 83.9 MHz. Setup repair after global routing left no endpoint under its margin. The total wirelength of the detailed-routed design stands at 259000 um.
==> area by class of cell <==
| class | instances | area (um2) | share of cell area |
|---|---|---|---|
| antenna | 24 | 60.1 | 0.00135 |
| timing repair buffer | 1544 | 15400 | 0.346 |
| tap | 4366 | 5460 | 0.123 |
| inverter | 84 | 315 | 0.00708 |
| multi-input combinational | 3131 | 23300 | 0.523 |
==> metal layers <==
| layer | wire, um | part of all wire | global-route usage |
|---|---|---|---|
| met5 | 299 | 0.0012 | 0 |
| met4 | 5110 | 0.020 | 0.0193 |
| met2 | 119000 | 0.46 | 0.229 |
| met1 | 101000 | 0.39 | 0.165 |
| met3 | 34300 | 0.13 | 0.0769 |
==> path summary, 6_finish.rpt <==
kind	startpoint	end	slack, ns
max	In2[0]	Out2[28]	6.18
min	In27[0]	Out11[0]	8.27
==> placed cells by master (no fill, tap or decap), types with 8 or more instances in the layout <==
cell	n
sky130_fd_sc_hd__o31ai_1	24
sky130_fd_sc_hd__o2111ai_1	9
sky130_fd_sc_hd__fa_1	16
sky130_fd_sc_hd__a21oi_1	397
sky130_fd_sc_hd__a21o_1	298
sky130_fd_sc_hd__nand3_1	85
sky130_fd_sc_hd__clkdlybuf4s50_1	1536
sky130_fd_sc_hd__buf_4	8
sky130_fd_sc_hd__ha_1	496
sky130_fd_sc_hd__xor2_1	180
sky130_fd_sc_hd__nor3_1	41
sky130_fd_sc_hd__and2_1	25
sky130_fd_sc_hd__nand2b_1	52
sky130_fd_sc_hd__nor2_1	218
sky130_fd_sc_hd__a211o_1	14
sky130_fd_sc_hd__xnor2_1	283
sky130_fd_sc_hd__a41oi_1	14
sky130_fd_sc_hd__nor3b_1	8
sky130_fd_sc_hd__o21ai_0	180
sky130_fd_sc_hd__a31oi_1	46
sky130_fd_sc_hd__nand4_1	51
sky130_fd_sc_hd__o21ai_1	50
sky130_fd_sc_hd__o21a_1	51
sky130_fd_sc_hd__and3_1	33
sky130_fd_sc_hd__diode_2	24
sky130_fd_sc_hd__o21bai_1	54
sky130_fd_sc_hd__or3_1	14
sky130_fd_sc_hd__and4_1	16
sky130_fd_sc_hd__a31o_2	14
sky130_fd_sc_hd__o41ai_1	8
sky130_fd_sc_hd__nand2_1	206
sky130_fd_sc_hd__a221o_1	8
sky130_fd_sc_hd__a221oi_1	17
sky130_fd_sc_hd__a211oi_1	55
sky130_fd_sc_hd__o211ai_1	20
sky130_fd_sc_hd__nor2b_1	37
sky130_fd_sc_hd__inv_1	84
==> per-stage QoR <==
step / setup WS [ns] / total power (uW)
6_report: 6.18 / 2130
3_3_place_gp: 5.98 / 2170
5_1_grt: 5.80 / 2300
4_1_cts: 5.96 / 2170
3_5_place_dp: 6.00 / 2160
2_1_floorplan: 8.25 / 699
==> critical path: stages <==
cell and delay (ns):
sky130_fd_sc_hd__clkdlybuf4s50_1 0.40, sky130_fd_sc_hd__ha_1 0.29, sky130_fd_sc_hd__fa_1 0.43, sky130_fd_sc_hd__a21oi_1 0.23, sky130_fd_sc_hd__o21ai_1 0.10, sky130_fd_sc_hd__a2111oi_1 0.47, sky130_fd_sc_hd__a21oi_2 0.09, sky130_fd_sc_hd__a41oi_2 0.30
sky130_fd_sc_hd__o21ai_1 0.19, sky130_fd_sc_hd__a221o_1 0.43, sky130_fd_sc_hd__a211oi_1 0.53, sky130_fd_sc_hd__buf_4 0.21, sky130_fd_sc_hd__o21bai_1 0.08, sky130_fd_sc_hd__xor2_1 0.36, sky130_fd_sc_hd__clkdlybuf4s50_1 0.56
==> cells by family after synthesis <==
family | count (synthesis) | synth area share
buffers and inverters | 135 | 0.0213
AND-OR/OR-AND | 1350 | 0.370
XOR/XNOR | 463 | 0.170
adder cells (fa/ha/maj) | 512 | 0.274
AND/OR/NAND/NOR | 806 | 0.164
==> power groups by stage <==
stage | Sequential [uW] | Combinational, uW | Clock [uW]
CTS | 0 | 2170 | 0
global route | 0 | 2300 | 0.0000762
No activity file was given, so power comes from the tool's default toggle rates.
