## ./config.mk

```make
export PLATFORM = sky130hd
export DESIGN_NAME = Gen_Add_16_8
export DESIGN_NICKNAME = Gen_Add_16_8
export VERILOG_FILES = /design/flow/design.v
export SDC_FILE = /design/flow/constraint.sdc
export NUM_CORES = 4
export LEC_CHECK = 1
export CORE_AREA = 10 10 251 251
export DIE_AREA = 0 0 261 261
```

## ./constraint.sdc

```tcl
current_design Gen_Add_16_8

set clk_period 5.7
set clk_io_pct 0.2

create_clock -name clk0 -period $clk_period

set non_clock_inputs [all_inputs -no_clocks]
set_input_delay [expr $clk_period * $clk_io_pct] -clock clk0 $non_clock_inputs
set_output_delay [expr $clk_period * $clk_io_pct] -clock clk0 [all_outputs]
```

## ./design.v

```verilog
`timescale 1ns / 1ps
module Gen_Add_16_8(check_wcol_out, add7_out_1,add7_out_2, add7_out_3, add7_out_4, 
                Out1,Out2,Out3,Out4,Out5,Out6,Out7,Out8,Out9,Out10,Out11,Out12,Out13,Out14,Out15,Out16);
	input [1:0] check_wcol_out;  
	input [31:0] add7_out_1,add7_out_2, add7_out_3, add7_out_4;	     
	wire [31:0] out_mux1,out_mux2,out_mux3,out_mux4,out_mux5,out_mux6,out_mux7,out_mux8,out_mux9,out_mux10,out_mux11,out_mux12,out_mux13
				,out_mux14,out_mux15,out_mux16;
	output wire [31:0] Out1,Out2,Out3,Out4,Out5,Out6,Out7,Out8,Out9,Out10,Out11,Out12,Out13,Out14,Out15,Out16;	 
		Mux32Bit3To1 MUX_1(0, 0, 0, out_mux1, check_wcol_out);
		Mux32Bit3To1 MUX_2(1, 1, 1, out_mux2, check_wcol_out);
		Mux32Bit3To1 MUX_3(2, 2, 2, out_mux3, check_wcol_out);
		Mux32Bit3To1 MUX_4(3, 3, 3, out_mux4, check_wcol_out);
		Mux32Bit3To1 MUX_5(0, 4, 4, out_mux5, check_wcol_out);
		Mux32Bit3To1 MUX_6(1, 5, 5, out_mux6, check_wcol_out);
		Mux32Bit3To1 MUX_7(2, 6, 6, out_mux7, check_wcol_out);
		Mux32Bit3To1 MUX_8(3, 7, 7, out_mux8, check_wcol_out);
		Mux32Bit3To1 MUX_9(0, 0, 8, out_mux9, check_wcol_out);
		Mux32Bit3To1 MUX_10(1, 1, 9, out_mux10, check_wcol_out);
		Mux32Bit3To1 MUX_11(2, 2, 10, out_mux11, check_wcol_out);
		Mux32Bit3To1 MUX_12(3, 3, 11, out_mux12, check_wcol_out);
		Mux32Bit3To1 MUX_13(0, 4, 12, out_mux13, check_wcol_out);
		Mux32Bit3To1 MUX_14(1, 5, 13, out_mux14, check_wcol_out);
		Mux32Bit3To1 MUX_15(2, 6, 14, out_mux15, check_wcol_out);
		Mux32Bit3To1 MUX_16(3, 7, 15, out_mux16, check_wcol_out);
		Adder32Bit Adder32Bit_1(out_mux1, add7_out_1, Out1);
		Adder32Bit Adder32Bit_2(out_mux2, add7_out_1, Out2);
		Adder32Bit Adder32Bit_3(out_mux3, add7_out_1, Out3);
		Adder32Bit Adder32Bit_4(out_mux4, add7_out_1, Out4);
		Adder32Bit Adder32Bit_5(out_mux5, add7_out_2, Out5);
		Adder32Bit Adder32Bit_6(out_mux6, add7_out_2, Out6);
		Adder32Bit Adder32Bit_7(out_mux7, add7_out_2, Out7);
		Adder32Bit Adder32Bit_8(out_mux8, add7_out_2, Out8);
		Adder32Bit Adder32Bit_9(out_mux9, add7_out_3, Out9);
		Adder32Bit Adder32Bit_10(out_mux10, add7_out_3, Out10);
		Adder32Bit Adder32Bit_11(out_mux11, add7_out_3, Out11);
		Adder32Bit Adder32Bit_12(out_mux12, add7_out_3, Out12);
		Adder32Bit Adder32Bit_13(out_mux13, add7_out_4, Out13);
		Adder32Bit Adder32Bit_14(out_mux14, add7_out_4, Out14);
		Adder32Bit Adder32Bit_15(out_mux15, add7_out_4, Out15);
		Adder32Bit Adder32Bit_16(out_mux16, add7_out_4, Out16);
endmodule
`timescale 1ns / 1ps
module Adder32Bit(A, B, Out);
input [31:0] A, B;
output reg [31:0] Out;
initial begin
Out <= 0;
end
always @(*) begin
Out <= A + B;
end
endmodule
`timescale 1ns / 1ps
module Mux32Bit3To1(A, B, C, out, sel);
input [31:0] A, B, C;
output reg [31:0] out;
input [1:0] sel;
initial begin
    out <= 0;
end    
always @(*) begin
if (sel == 0) begin
    out <= A;
end
else if (sel == 1) begin
    out <= B;
end
else if (sel == 2) begin
    out <= C;
end       
end
endmodule
```

## ./run.sh

```bash
#!/bin/bash
# OpenROAD 26Q1-2900-gdf79404cd8, Yosys 0.63+post, stock flow scripts
make -C /OpenROAD-flow-scripts/flow DESIGN_CONFIG=/design/flow/config.mk WORK_HOME=/design/flow/orfs finish
```

==> flow_metrics.env <==
# physical design summary
export IMPL_num_vias=11000
export IMPL_warning_count=34
export IMPL_layout_top_cells="clkdlybuf4s50_1, xnor2_1, nand2_1, xor2_1, nor2_1"
export IMPL_placed_cells=2628
export IMPL_setup_tns_ns=0
export IMPL_ys_warn_count=2
export IMPL_wire_per_inst_um=20.90
export IMPL_port_buffer_count=642
export IMPL_synth_area_um2=8700
export IMPL_die_y_um=261
export IMPL_core_area_um2=57590
export IMPL_ys_area_um2=8700
export IMPL_chipWidth_um=261
export IMPL_setup_viol=0
export IMPL_num_rows=88
export IMPL_grt_pass1_wl_mm=76.45
export IMPL_p_leak_nw=5.498
export IMPL_rsz0062_at_grt="no"
export IMPL_unclocked_pins=3
export IMPL_lay_top_count="clkdlybuf4s50_1"
export IMPL_whs_endpoint="Out1[0]"
export IMPL_untimed_endpoints=2
export IMPL_hold_buffers=0
export IMPL_slew_headroom_pct=52.18
export IMPL_grt_pass1_vias=10690
export IMPL_initCoreUtil_pct=15.11
export IMPL_layout_drive_gt1_share_pct=5.153
export IMPL_end_kind="output port"
export IMPL_final_hold_violation_count=0
export IMPL_antenna_left=0
export IMPL_synthCells=1328
export IMPL_top_area_cell="xnor2_1"
export IMPL_grt_ovfl_total=0
export IMPL_regArea_um2=45.04
export IMPL_clock_fmax_mhz=183.8
export IMPL_top_cells_by_area="xnor2_1, xor2_1, nand2_1, nor2_1, buf_4"
export IMPL_area_growth_pct=78.64
export IMPL_boundaryPins=642
export IMPL_post_route_period_util_pct=95.43
export IMPL_ys_types=54
export IMPL_cp_start_kind="input port"
export IMPL_min_path_cells=2
export IMPL_post_cts_buffers=0
export IMPL_worstMarginPinSlew_ns=0.7126
export IMPL_place_hpwl_mm=48.98
export IMPL_maxSlewViolCount=0
export IMPL_final_cell_count_no_fill=2629
export IMPL_chip_area_um2=68120
export IMPL_grt_max_degree=14
export IMPL_ys_ff=3
export IMPL_peakVddDrop_uv=39.38
export IMPL_ff_type="dlxtn_1"
export IMPL_grt_total_usage_pct=15.01
export IMPL_vias_per_cell=4.183
export IMPL_antenna_found_initial=0
export IMPL_power_density_nw_per_um2=61.35
export IMPL_drt_total_wl_mm=54.94
export IMPL_ys_cells=1328
export IMPL_min_period_ns=5.440
export IMPL_edf_count=0
export IMPL_mi_logic_area_um2=7592
export IMPL_critPathKind="in -> out"
export IMPL_ctsResizeCount=0
export IMPL_status="finished, final reports clean"
export IMPL_synthArstFlopShare_pct=0
export IMPL_hold_path_class="in -> out"
export IMPL_nFillCells=6335
export IMPL_drc=0
export IMPL_firstDrtPassIters=4
export IMPL_min_delay_start="add7_out_1[0]"
export IMPL_crit_fanout=7
export IMPL_cp_data_required_time_ns=4.56
export IMPL_cp_data_arrival_time_ns=4.30
export IMPL_gp_congestion=0.9704
export IMPL_drt_initial_drc_count=596
export IMPL_synth_top_cell_area_share_pct=27.18
export IMPL_syn_area_per_cell_um2=6.551
export IMPL_maxCapViolCount=0
## sequential cells by signal, indices dropped and copies added, names as in the netlist
name        count
MUX_10.out      1
MUX_8.out       1
MUX_13.out      1
## cell usage after synthesis (11+ instances only)
library cell	n
nor3_1	24
nand3_1	53
inv_1	20
buf_4	74
buf_1	11
ha_1	21
clkbuf_1	27
buf_2	45
and2_1	11
nand2_1	224
xor2_1	172
nand2b_1	13
and4_1	14
xnor2_1	270
nor2_1	157
and3_1	33
nand4_1	48
## cell families after synthesis
group | after synthesis | synth area share, %
AND/OR/NAND/NOR | 642 | 36.43
XOR/XNOR | 442 | 44.50
buffers and inverters | 186 | 12.21
AND-OR/OR-AND | 28 | 2.128
adder cells (fa/ha/maj) | 26 | 4.171
latches | 3 | 0.5177
other | 1 | 0.04311
## per-stage QoR
stage	instance area (µm²)	setup WS, ns	utilization (%)	hold slack, ns	power (W)
finish	15540	0.2602	26.99	3.143	0.0009534
CTS	15540	0.2687	26.98	3.160	0.0009690
floorplan	8700	1.709	-	2.305	0.0003092
global route	15540	0.1155	26.98	3.188	0.001023
detailed placement	15540	0.2740	26.98	3.155	0.0009619
global placement	15540	0.3427	26.98	3.159	0.0009670
## critical path, cell delays in order
cell and delay (ns):
clkdlybuf4s50_1 0.48, ha_1 0.20, inv_1 0.06, fa_1 0.47
and3b_1 0.34, nand3_1 0.24, nor2_1 0.45, and3_1 0.24
xor2_1 0.18, clkdlybuf4s50_1 0.50
## power breakdown
part	leakage (nW)	switching (W)	internal, W
registers	0.0246	0.000000550	0.00000125
logic	5.47	0.000380	0.000572
clock network	0.00000480	0	0.00000000000368
total	5.50	0.000381	0.000573
## cell type report
class,count,area share [%]
multi-input combinational,1139,48.85
timing repair buffer,701,44.20
tap,765,6.159
inverter,20,0.4831
sequential,3,0.2898
antenna,1,0.01610
## metal layers
layer	routed length, µm	track usage, %	vias up	share of wire [%]
met2	26680	25.72	501	49
met4	401	0.9793	0	0.73
met3	5380	4.460	20	9.8
met1	22480	19.17	5182	41
li1	-	-	5294	-
met5	0	0	-	0
## how the worst max path moves through the flow
stage	startpoint	endpoint	slack, ns	cells past startpoint
4_1_cts	add7_out_4[2]	Out13[14]	0.27	10
5_1_grt	add7_out_4[2]	Out13[14]	0.12	10
6_report	add7_out_4[2]	Out13[14]	0.26	10
No activity file was given, so power comes from the tool's default toggle rates.
